$ cat /design/flow/config.mk
export PLATFORM = sky130hd
export DESIGN_NAME = EleCon2Ard
export DESIGN_NICKNAME = EleCon2Ard
export VERILOG_FILES = /design/flow/design.v
export SDC_FILE = /design/flow/constraint.sdc
export NUM_CORES = 4
export LEC_CHECK = 1
export CORE_UTILIZATION = 40
$ cat /design/flow/constraint.sdc
current_design EleCon2Ard

set clk_period 8.7
set clk_io_pct 0.2

create_clock -name clk0 -period $clk_period [get_ports {clk}]

set non_clock_inputs [all_inputs -no_clocks]
set_input_delay [expr $clk_period * $clk_io_pct] -clock clk0 $non_clock_inputs
set_output_delay [expr $clk_period * $clk_io_pct] -clock clk0 [all_outputs]
$ cat /design/flow/design.v
`timescale 1ns / 1ps
module EleCon2Ard#(parameter CLKFRQ = 100000000, BAUDRATE = 9600)
  (
   input        clk,
   input        reset,
   input [2:0]  currentFloor1,
   input [2:0]  currentFloor2,
   input [2:0]  currentFloor3,
   input [1:0]  currentDirection1,
   input [1:0]  currentDirection2,
   input [1:0]  currentDirection3,
   input [11:0] currentRealFloorButton,
   input [9:1]  currentInternalButton1,
   input [9:1]  currentInternalButton2,
   input [9:1]  currentInternalButton3,
   input        doorState1,
   input        doorState2,
   input        doorState3,
   output       tx
   );
   wire [56:0]  serial;
   wire [119:0] hammedSerial;
   EleConSerializer eleConS(.currentRealFloorButton(currentRealFloorButton),
                            .currentInternalButton1(currentInternalButton1),
                            .currentFloor1(currentFloor1),
                            .currentDirection1(currentDirection1),
                            .doorState1(doorState1),
                            .currentInternalButton2(currentInternalButton2),
                            .currentFloor2(currentFloor2),
                            .currentDirection2(currentDirection2),
                            .doorState2(doorState2),
                            .currentInternalButton3(currentInternalButton3),
                            .currentFloor3(currentFloor3),
                            .currentDirection3(currentDirection3),
                            .doorState3(doorState3),
                            .serial(serial));
   SerialHammingEncoder#(57) serialHammingE(.data(serial),
                                            .hammedData(hammedSerial));
   wire [119:0] reversedSerial;
   genvar       ind0;
   generate
      for (ind0 = 0; ind0 < 120; ind0 = ind0 + 1)
        begin : gen0
           assign reversedSerial[ind0] = hammedSerial[119-ind0];
        end
   endgenerate
   reg [119:8]  savedSerial;
   reg [3:0]    counter;
   reg [7:0]    data;
   reg          en;
   wire         ready;
   UARTSender#(CLKFRQ, BAUDRATE) uartS(.clk(clk), .reset(reset),
                                       .data(data), .en(en),
                                       .tx(tx), .ready(ready));
   always @(posedge clk)
     begin
        if (reset)
          begin
             savedSerial <= 112'b0;
             counter <= 15;
             data <= 8'b0;
             en <= 1'b0;
          end
        else
          begin
             if (ready)
               begin
                  if (counter == 15)
                    begin
                       savedSerial <= reversedSerial[119:8];
                       data <= reversedSerial[7:0];
                       counter <= 7'b1;
                    end
                  else
                    begin
                       case (counter)
                         4'b0001 : data <= savedSerial[15:8];
                         4'b0010 : data <= savedSerial[23:16];
                         4'b0011 : data <= savedSerial[31:24];
                         4'b0100 : data <= savedSerial[39:32];
                         4'b0101 : data <= savedSerial[47:40];
                         4'b0110 : data <= savedSerial[55:48];
                         4'b0111 : data <= savedSerial[63:56];
                         4'b1000 : data <= savedSerial[71:64];
                         4'b1001 : data <= savedSerial[79:72];
                         4'b1010 : data <= savedSerial[87:80];
                         4'b1011 : data <= savedSerial[95:88];
                         4'b1100 : data <= savedSerial[103:96];
                         4'b1101 : data <= savedSerial[111:104];
                         4'b1110 : data <= savedSerial[119:112];
                       endcase
                       en <= 1'b1;
                       counter <= counter + 1;
                    end  
               end  
             else
               en <= 1'b0;
          end  
     end  
endmodule  
`timescale 1ns / 1ps
module synMake
  (
   input [6:0]  data,
   output [2:0] syn
   );
   assign syn = {data[5]^data[4]^data[3]^data[2],
                 data[6]^data[4]^data[3]^data[1],
                 data[6]^data[5]^data[4]^data[0]};
endmodule  
module HammingDecoder
  (
   input [6:0]  received,
   output [3:0] data
   );
   wire [2:0]   syn;
   synMake syndrome(received[6:0],syn);
   assign data = {(syn == 3'b011)? ~received[6] : received[6],
                  (syn == 3'b101)? ~received[5] : received[5],
                  (syn == 3'b110)? ~received[4] : received[4],
                  (syn == 3'b111)? ~received[3] : received[3]};
endmodule  
module HammingEncoder
  (
   input [3:0]  data,
   output [6:0] message
   );
   wire [2:0]   adding;
   synMake addingValue({data, 3'b000}, adding);
   assign message = {data, adding};
endmodule  
module SerialHammingDecoder#(parameter N = 8)
   (
    input [8*(N/4 + (N%4 != 2'b00)):1] hammedData,
    output [N:1]                       data
    );
   localparam Leng = 8*(N/4 + (N%4 != 2'b00));
   wire [Leng/2:1]                     extendedData;
   genvar                              ind0;
   generate
      for (ind0 = 1; ind0 < N/4 + (N%4 != 2'b00) + 1; ind0 = ind0 + 1)
        begin : gen0
           HammingDecoder ham(.received(hammedData[8*ind0:8*ind0-6]),
                              .data(extendedData[4*ind0:4*ind0-3]));
        end
   endgenerate
   assign data = extendedData[Leng/2:Leng/2-N+1];
endmodule  
module SerialHammingEncoder#(parameter N = 8)
   (
    input [N:1]                     data,
    output [8*(N/4 + (N%4 != 2'b00)):1] hammedData
    );
   localparam Leng = 8*(N/4 + (N%4 != 2'b00));
   wire [Leng/2:1]                  extendedData;
   genvar                           ind0;
   generate
      for (ind0 = 1; ind0 < Leng/2 + 1; ind0 = ind0 + 1)
        begin : gen0
           if (ind0 + N > Leng/2)
             begin
                assign extendedData[ind0] = data[ind0 + N - Leng/2];
             end
           else
             begin
                assign extendedData[ind0] = 1'b0;
             end
        end  
   endgenerate
   genvar                          ind1;
   generate
      for (ind1 = 1; ind1 < N/4 + (N%4 != 2'b00) + 1; ind1 = ind1 + 1)
        begin : gen1
           assign hammedData[8*ind1-7] = 1'b0;
           HammingEncoder ham(.data(extendedData[4*ind1:4*ind1-3]),
                              .message(hammedData[8*ind1:8*ind1-6]));
        end
   endgenerate
endmodule  
`timescale 1ns / 1ps
module ArdParallelizer
  (
   input [38:0] serial,
   output [11:0] newRealFloorButton,
   output [9:1] newInternalButton1,
   output [9:1] newInternalButton2,
   output [9:1] newInternalButton3
   );
   assign newRealFloorButton = serial[38:27];
   assign newInternalButton1 = serial[26:18];
   assign newInternalButton2 = serial[17:9];
   assign newInternalButton3 = serial[8:0];
endmodule  
module EleConSerializer
  (
   input [11:0]  currentRealFloorButton,
   input [9:1]   currentInternalButton1,
   input [2:0]   currentFloor1,
   input [1:0]   currentDirection1,
   input         doorState1,
   input [9:1]   currentInternalButton2,
   input [2:0]   currentFloor2,
   input [1:0]   currentDirection2,
   input         doorState2,
   input [9:1]   currentInternalButton3,
   input [2:0]   currentFloor3,
   input [1:0]   currentDirection3,
   input         doorState3,
   output [56:0] serial
   );
   assign serial = {currentRealFloorButton,
                    currentInternalButton1,
                    currentFloor1,
                    currentDirection1,
                    doorState1,
                    currentInternalButton2,
                    currentFloor2,
                    currentDirection2,
                    doorState2,
                    currentInternalButton3,
                    currentFloor3,
                    currentDirection3,
                    doorState3};
endmodule  
`timescale 1ns / 1ps
module UARTSender#(parameter CLKFRQ = 100000000, BAUDRATE = 9600)
  (
   input       clk,
   input       reset,
   input [7:0] data,
   input       en,
   output reg  tx,
   output reg  ready
   );
   localparam CLK_PER_BAUD = CLKFRQ/BAUDRATE,
     INIT = 16'b0;
   reg [15:0] tx_counter;
   reg [3:0]  tx_index;
   reg        tx_on;
   reg [7:0]  savedData;
   always @(posedge clk)
     begin
        if (reset)
          begin
             tx <= 1'b1;
             ready <= 1'b1;
             tx_counter <= INIT;
             tx_index <= 4'b0;
             tx_on <= 1'b0;
             savedData <= 8'b1111_1111;
          end
        else
          begin
             if (tx_counter == INIT)
               begin
                  if (en && ready)
                    begin
                       ready <= 1'b0;
                       tx_on <= 1'b1;
                       tx <= 1'b0;
                       tx_counter <= CLK_PER_BAUD;
                       tx_index <= 4'b0;
                       savedData <= data;
                    end
                  else if (tx_on)
                    begin
                       if (tx_index != 4'b1000)
                         begin
                            tx <= savedData[tx_index];
                            tx_index <= tx_index + 1;
                         end
                       else
                         begin
                            tx <= 1'b1;
                            tx_on <= 1'b0;
                         end
                       tx_counter <= CLK_PER_BAUD;
                    end  
                  else
                    begin
                       ready <= 1'b1;
                    end  
               end  
             else
               begin
                  if (!tx_on)
                    ready <= 1'b1;
                  tx_counter <= tx_counter - 1;
               end  
          end  
     end  
endmodule  
module UARTReceiver#(parameter CLKFRQ = 100000000, BAUDRATE = 9600)
   (
    input            clk,
    input            reset,
    input            rx,
    output reg [7:0] data,
    output reg       receiveAll
    );
   localparam CLK_PER_BAUD = CLKFRQ/BAUDRATE,
     INIT = 16'b0;
   reg [15:0]        rx_counter;
   reg [3:0]         rx_index;
   reg               rx_on;
   reg [7:0]         receiveData;
   always @(posedge clk)
     begin
        if (reset)
          begin
             data <= 8'b0;
             receiveAll <= 1'b0;
             rx_counter <= INIT;
             rx_index <= 4'b0;
             rx_on <= 1'b0;
             receiveData <= 8'b1111_1111;
          end
        else
          begin
             if (rx_counter == INIT)
               begin
                  if (!rx && !rx_on)
                    begin
                       rx_on <= 1'b1;
                       rx_index <= 4'b0;
                       rx_counter <= CLK_PER_BAUD;
                       receiveAll <= 1'b0;
                    end
                  else if (rx_on)
                    begin
                       if (rx_index != 4'b1000)
                         begin
                            receiveData[rx_index] <= rx;
                            rx_index <= rx_index + 1;
                         end
                       else
                         begin
                            data <= receiveData;
                            receiveAll <= 1'b1;
                            rx_on <= 0;
                         end  
                       rx_counter <= CLK_PER_BAUD;
                    end  
                  else
                    begin
                       receiveAll <= 1'b0;
                    end  
               end  
             else
               begin
                  receiveAll <= 1'b0;
                  rx_counter <= rx_counter - 1;
               end  
          end  
     end  
endmodule  
$ cat /design/flow/run.sh
#!/bin/bash
# OpenROAD 26Q1-2900-gdf79404cd8, Yosys 0.63+post, stock flow scripts
make -C /OpenROAD-flow-scripts/flow DESIGN_CONFIG=/design/flow/config.mk WORK_HOME=/design/flow/orfs finish
==> results.toml <==
# flow metrics
[sta]
grt_setup_unrepaired = "no"
timing_worst_slew_pin_value_ps = 759
max-slew-margin-rel_pct = 49.4
final.setup.tns_ps = 0
max_freq_mhz = 338
post-route-min-period_ps = 2960
timing.final.crit_share_pct = 34.0
finalSetupViolCount = 0
final-max-slew-violation-count = 0
finalHoldViolCount = 0
timing.hold.ws_ps = 443
fin_worst_skew_ps = 4.53

[clock_network]
clockBufferDepth = 2
number_of_setup_buffers_added_after_cts = 0
cts_repair_resize_count = 0
tritoncts = "yes"
cts.hold.buffers_added = 0
clkLatencyLatePin_ps = 410
clock_root_buffer = "sky130_fd_sc_hd__clkbuf_16"
deepest_level_of_the_cts_h_tree = 4
clkSinkCount = 135
cts_inserted_buffers = 17
clock_pin_slew_worst_setup_and_hold_paths_ps = 60

[die]
core.rowCount = 46
core_area_um2 = 16000
dieWidth_um = 130
die_h_um = 130
initial_standard_cell_utilization_of_the_core_pct = 41.3
chip_area_um2 = 17000
pin_count = 60

[synthesis]
post_synth_main_area_contributors = "sky130_fd_sc_hd__dfxtp_1 41%, sky130_fd_sc_hd__nand2_1 11%, sky130_fd_sc_hd__a21oi_1 9.5%"
ff_type = "sky130_fd_sc_hd__dfxtp_1"
netlist.area_leader.share_pct = 40.9
synth_area_um2 = 6600
part_of_the_yosys_area_used_for_sequential_elements_pct = 40.9
edf_count = 0
synthesis.yosys.warnings = 2
synth.avg_cell_area_um2 = 7.85
synth-async-reset-ratio_pct = 0
synth.top_cells.by_count = "199 x sky130_fd_sc_hd__nand2_1, 135 x sky130_fd_sc_hd__dfxtp_1, 125 x sky130_fd_sc_hd__a21oi_1, 56 x sky130_fd_sc_hd__nor2_1, 50 x sky130_fd_sc_hd__clkbuf_1"
syn-instance-count = 841
synth_cell_types = 56
most_common_cell = "sky130_fd_sc_hd__nand2_1"
postSynthRegisterBits = 135
yosys_area_um2 = 6600
ys_cells = 841
synth_top_cell_by_area = "sky130_fd_sc_hd__dfxtp_1"

[grt]
antenna_found_initial = 0
grt_overflow = 0
first_global_vias = 5309
grtUsageTotal_pct = 21.6
grt_first_pass_wirelength_mm = 27.9
grt_start_max_net_pins = 73

[cells_and_area]
drive_above_1_share_pct = 6.31
fill_cells = 1589
final_cells = 1103
area_growth_pct = 20.7
finish.instance_area_um2 = 7970

[setup_path]
worstSetupEndpointType = "register"
r2r_start = "counter[0]$_SDFFE_PP1P_"
r2r_worst_path_depth = 8
critical_path.reg2reg.endpoint = "savedSerial[22]$_SDFFE_PP0P_"
crit_fanout = 72
critPathLaunch = "reset"
timing.critical_path.required_ps = 8970
worstSetupStartpointType = "input port"
critical_path.endpoint = "data[6]$_SDFFE_PP0P_"
reg2reg_setup_slack_ps = 6150
timing_worst_setup_path_type = "in2reg"
worst_ep_arrival_time_ps = 3220

[power_and_ir_drop]
design_power_total_mw = 2.99
power.density_cell_area_nw_per_um2 = 375
total_leakage_power_nw = 2.87
power.ir.vdd_worst_mv = 0.238

[drt]
wirelength_met1_mm = 8.16
detail_route_met2_wl_mm = 7.81
route.vias.total = 5843
drt_pass1_iterations = 5
viasPerCell = 5.30
totalWireLength_mm = 17.2
route.top_layer_used = "met4"
n_antenna_cell = 0
met3RoutedLength_um = 895
route.detailed.wl_per_inst_um = 15.6
drt_iter0_drc = 383
remaining_design_rule_violation_count = 0
ant_nets = 0

[run]
number_of_warnings_the_tools_reported = 30
drv_cap = 0

[place]
dp_hpwl_mm = 11.3
dp.cells = 1071
place.port_buffers = 59
routability_driven_placement_congestion_ratio = 0.899
detailed_place.area_um2 = 7330

[run_status]
outcome = "finished clean"

[min_path]
min-delay-path-class = "reg2reg"
-- how the worst min path moves through the flow --
stage	startpoint	slack, ps	endpoint	depth (start not counted)
finish	uartS.savedData[7]$_SDFFE_PP1P_	440	uartS.savedData[7]$_SDFFE_PP1P_	2
global route	savedSerial[46]$_SDFFE_PP0P_	460	savedSerial[46]$_SDFFE_PP0P_	2
CTS	uartS.savedData[7]$_SDFFE_PP1P_	440	uartS.savedData[7]$_SDFFE_PP1P_	2
-- worst max-delay path, cell delays in order --
cell                       delay (ps)
sky130_fd_sc_hd__buf_4            580
sky130_fd_sc_hd__inv_1            440
sky130_fd_sc_hd__nand2_1          200
sky130_fd_sc_hd__a21oi_1           70
sky130_fd_sc_hd__nand3_1          100
sky130_fd_sc_hd__o211ai_1          80
-- per-stage QoR --
step / setup WS (ps) / util (%)
CTS: 5710 / 49.8
global placement: 5270 / 45.8
finish: 5740 / 49.8
detailed placement: 5270 / 45.8
floorplan: 6170 / -
global route: 5540 / 49.8
-- cells by family (layout without fill, tap and decap cells) --
| logic type | after synthesis | in the layout | share of synthesized area [%] |
|---|---|---|---|
| fa+ha+maj | 8 | 8 | 1.52 |
| flops | 135 | 135 | 40.9 |
| buf+inv | 73 | 119 | 4.36 |
| xor+xnor | 77 | 77 | 10.2 |
| mux | 8 | 8 | 1.97 |
| compound gates | 222 | 222 | 20.8 |
| simple gates | 318 | 318 | 20.2 |
-- sequential cells by signal, summed over array words and instances, names as in the netlist --
signal            count
uartS.tx_counter     16
uartS.ready           1
uartS.tx_index        4
data                  7
uartS.tx              1
uartS.savedData       8
en                    1
savedSerial          92
counter               4
uartS.tx_on           1
-- layout by cell type, fill, tap and decap left out, types with 10 or more instances in the layout --
master                            instances
sky130_fd_sc_hd__a211oi_1                10
sky130_fd_sc_hd__a21oi_1                125
sky130_fd_sc_hd__a221oi_1                10
sky130_fd_sc_hd__buf_4                   13
sky130_fd_sc_hd__clkbuf_16               17
sky130_fd_sc_hd__clkdlybuf4s50_1         58
sky130_fd_sc_hd__dfxtp_1                135
sky130_fd_sc_hd__inv_1                   15
sky130_fd_sc_hd__nand2_1                199
sky130_fd_sc_hd__nand3_1                 15
sky130_fd_sc_hd__nor2_1                  56
sky130_fd_sc_hd__nor3_1                  15
sky130_fd_sc_hd__o21ai_0                 20
sky130_fd_sc_hd__xnor2_1                 48
sky130_fd_sc_hd__xor2_1                  29
-- area by class of cell --
type | instances | area, um2 | share of cell area (%)
clock inverters | 13 | 201 | 2.53
well taps | 216 | 270 | 3.39
repair buffers | 71 | 678 | 8.50
multi-input cells | 633 | 3620 | 45.4
flip-flops and latches | 135 | 2700 | 33.9
clock buffers | 19 | 443 | 5.55
inverters | 16 | 60.1 | 0.753
-- power breakdown --
group          internal, mW  switching, mW  leakage, nW  total [mW]
registers             0.824          0.135         1.11       0.959
logic                 0.439          0.814         1.46        1.25
clock network         0.515          0.266        0.309       0.781
total                  1.78           1.22         2.87        2.99
-- per-layer routing --
layer	GRT usage, %	vias to the layer above
met3	4.44	19
met5	0	-
met1	33.2	2704
met2	32.5	136
met4	3.99	0
li1	-	2984
Power figures rest on the tool's default switching activity, not on a simulated workload.
