### /design/flow/config.mk
export PLATFORM = sky130hd
export DESIGN_NAME = UARTReceiver
export DESIGN_NICKNAME = UARTReceiver
export VERILOG_FILES = /design/flow/design.v
export SDC_FILE = /design/flow/constraint.sdc
export NUM_CORES = 4
export LEC_CHECK = 1
export CORE_AREA = 10 10 104 104
export DIE_AREA = 0 0 114 114
### /design/flow/constraint.sdc
current_design UARTReceiver

set clk_period 7.6
set clk_io_pct 0.2

create_clock -name clk0 -period $clk_period [get_ports {clk}]

set non_clock_inputs [all_inputs -no_clocks]
set_input_delay [expr $clk_period * $clk_io_pct] -clock clk0 $non_clock_inputs
set_output_delay [expr $clk_period * $clk_io_pct] -clock clk0 [all_outputs]
### /design/flow/design.v
`timescale 1ns / 1ps
module UARTSender#(parameter CLKFRQ = 100000000, BAUDRATE = 9600)
  (
   input       clk,
   input       reset,
   input [7:0] data,
   input       en,
   output reg  tx,
   output reg  ready
   );
   localparam CLK_PER_BAUD = CLKFRQ/BAUDRATE,
     INIT = 16'b0;
   reg [15:0] tx_counter;
   reg [3:0]  tx_index;
   reg        tx_on;
   reg [7:0]  savedData;
   always @(posedge clk)
     begin
        if (reset)
          begin
             tx <= 1'b1;
             ready <= 1'b1;
             tx_counter <= INIT;
             tx_index <= 4'b0;
             tx_on <= 1'b0;
             savedData <= 8'b1111_1111;
          end
        else
          begin
             if (tx_counter == INIT)
               begin
                  if (en && ready)
                    begin
                       ready <= 1'b0;
                       tx_on <= 1'b1;
                       tx <= 1'b0;
                       tx_counter <= CLK_PER_BAUD;
                       tx_index <= 4'b0;
                       savedData <= data;
                    end
                  else if (tx_on)
                    begin
                       if (tx_index != 4'b1000)
                         begin
                            tx <= savedData[tx_index];
                            tx_index <= tx_index + 1;
                         end
                       else
                         begin
                            tx <= 1'b1;
                            tx_on <= 1'b0;
                         end
                       tx_counter <= CLK_PER_BAUD;
                    end  
                  else
                    begin
                       ready <= 1'b1;
                    end  
               end  
             else
               begin
                  if (!tx_on)
                    ready <= 1'b1;
                  tx_counter <= tx_counter - 1;
               end  
          end  
     end  
endmodule  
module UARTReceiver#(parameter CLKFRQ = 100000000, BAUDRATE = 9600)
   (
    input            clk,
    input            reset,
    input            rx,
    output reg [7:0] data,
    output reg       receiveAll
    );
   localparam CLK_PER_BAUD = CLKFRQ/BAUDRATE,
     INIT = 16'b0;
   reg [15:0]        rx_counter;
   reg [3:0]         rx_index;
   reg               rx_on;
   reg [7:0]         receiveData;
   always @(posedge clk)
     begin
        if (reset)
          begin
             data <= 8'b0;
             receiveAll <= 1'b0;
             rx_counter <= INIT;
             rx_index <= 4'b0;
             rx_on <= 1'b0;
             receiveData <= 8'b1111_1111;
          end
        else
          begin
             if (rx_counter == INIT)
               begin
                  if (!rx && !rx_on)
                    begin
                       rx_on <= 1'b1;
                       rx_index <= 4'b0;
                       rx_counter <= CLK_PER_BAUD;
                       receiveAll <= 1'b0;
                    end
                  else if (rx_on)
                    begin
                       if (rx_index != 4'b1000)
                         begin
                            receiveData[rx_index] <= rx;
                            rx_index <= rx_index + 1;
                         end
                       else
                         begin
                            data <= receiveData;
                            receiveAll <= 1'b1;
                            rx_on <= 0;
                         end  
                       rx_counter <= CLK_PER_BAUD;
                    end  
                  else
                    begin
                       receiveAll <= 1'b0;
                    end  
               end  
             else
               begin
                  receiveAll <= 1'b0;
                  rx_counter <= rx_counter - 1;
               end  
          end  
     end  
endmodule  
### /design/flow/run.sh
#!/bin/bash
# OpenROAD 26Q1-2900-gdf79404cd8, Yosys 0.63+post, stock flow scripts
make -C /OpenROAD-flow-scripts/flow DESIGN_CONFIG=/design/flow/config.mk WORK_HOME=/design/flow/orfs finish
==> reports/qor.yml <==
clocking:
  postCtsSetupRepairBufs: 0
  clock-sinks: 38
  numCtsBuffers: 5
  tritoncts: "yes"
  htreeDepth: 2
  cts-root-buf: "clkbuf_8"
  clk_pin_slew_ns: 0.08
  clockBufferDepth: 2
  ctsHoldBuffers: 0
  cts_resized: 0
  clk_latency_ns: 0.29
drt:
  drt_iter0_drc: 154
  ant_nets: 0
  drcViolationCount: 0
  drt_wl_total_mm: 4.69
  vias: 1761
  wire_per_inst_um: 13.5
  num_antenna_cells: 0
  dr.pass1.iters: 4
  vias_per_cell: 5.06
die:
  die_area_um2: 13000
  core_area_um2: 8680
  initCoreUtil_pct: 23.2
  die_x_um: 114
  ios: 12
  die-height_um: 114
  rows: 34
global_route:
  grtUsageTotal_pct: 7.31
  met2_usage_pct: 11.6
  grt_max_degree: 41
  grt_pass1_vias: 1688
  use_met3_pct: 1.28
  grt-busiest-layer: "met2"
  antenna_found_initial: 0
  grt-ovfl-total: 0
  met1_usage_pct: 10.4
  grt_pass1_wl_mm: 8.22
finish:
  fin_util_pct: 26.5
  final_area_um2: 2300
  fillCellCount: 931
  register_area_um2: 761
  area_delta_synth_final_pct: 14.5
  lay_top_cells: "dfxtp_1, a21oi_1, o21ai_0"
  final_common_cell: "dfxtp_1"
  comb_area_um2: 1150
  drive_gt1_share_pct: 7.92
final_timing:
  fin_crit_ns: 2.68
  rsz0062_at_grt: "false"
  whs_ns: 0.471
  finalCritPeriodShare_pct: 35.3
  setup_violations: 0
  finalHoldViolations: 0
  fin_setup_tns_ns: 0
  fmax_ghz: 0.373
  slew_viol_final: 0
  fin_worst_skew_ns: 0.00747
  worstMarginPinSlew_ns: 0.712
  timing.slew.headroom_pct: 51.9
critical_path:
  end_kind: "flop"
  max_stage_delay_ns: 0.77
  critPathMaxFanout: 15
  cp.arrival_ns: 2.90
  rrSetupSlack_ns: 4.92
  crit_type: "reg2reg"
  cp_slowest_cell: "a2111oi_0"
  startpoint_type: "flop"
  r2r-end: "receiveData[4]"
  r2r_cells: 6
  required_ns: 7.82
  crit_chain: "inv_1, ha_1, nor4b_2, nand4_1, a2111oi_0, mux2i_1"
  critPathTopFamily: "simple AND/OR/NAND/NOR gates"
  worst-path-buf-inv: 1
  rr_startpoint: "rx_counter[0]"
synth:
  synthCells: 233
  synthArstFlopShare_pct: 0
  ys_seq_share_pct: 37.9
  synth_flops: 38
  ys_area_um2: 2010
  synth_warnings: 1
  ys.flop_type: "dfxtp_1"
  synth.avg_cell_area_um2: 8.62
  edf_count: 0
  ys_types: 47
  ys_cells: 233
  netlist_area_um2: 2010
hold_path:
  worstHoldEndpoint: "data[0]"
  holdPathStages: 2
  hold_path.class: "reg2reg"
  hold_start: "receiveData[0]"
pwr:
  p_seq_share_pct: 39.5
  combPwrFrac_pct: 41.0
  leakagePower_nw: 0.727
  p_per_area_nw_per_um2: 325
  p_int_mw: 0.442
  power.switching_mw: 0.306
  pwr-share-clk_pct: 19.6
  vdd_drop_max_mv: 0.0958
  total_power_mw: 0.748
  swShare_pct: 40.9
placed_design:
  place_area_um2: 2210
  io_buffers: 11
  hpwlAfterDp_mm: 3.18
  place_congestion: 0.827
status:
  status: "complete, no violations"
flow_run:
  warnings: 31
  drv_cap: 0
-- state kept, by name (all words and copies together) (netlist names) --
signal,cells
rx_on,1
receiveAll,1
rx_index,4
receiveData,8
rx_counter,16
data,8
-- tightest hold or removal path: cells and delay by family (launching register included) --
family          cells  cell delay (ns)
simple gates        1             0.06
compound gates      1             0.06
flops               1             0.31
-- per-layer routing --
layer / up-vias / wire, µm
met5: - / 0
met4: 0 / 57
met3: 5 / 258
met2: 38 / 2160
met1: 820 / 2220
li1: 898 / -
-- synth_stat cells, drive strengths merged (7+ instances only) --
master,count,area (µm²)
dfxtp,38,761
a21oi,21,105
o21ai,16,80.1
nand3,14,70.1
clkbuf,12,45.0
nor2,12,45.0
nor3,12,60.1
inv,10,37.5
nand4,9,56.3
ha,8,100
nand2,8,30.0
or3,7,43.8
-- per-stage QoR --
stage | std cells | worst slack [ns]
floorplan | 233 | 5.35
detailed placement | 340 | 4.77
global route | 348 | 4.67
finish | 348 | 4.92
global placement | 340 | 4.81
CTS | 348 | 4.90
-- power groups by stage --
stage,logic [mW],registers (mW),clock network (mW)
CTS,0.308,0.296,0.153
global route,0.348,0.306,0.163
finish,0.306,0.296,0.146
-- kinds of logic (layout without fill, tap and decap cells) --
group	after synthesis	in the layout	share of synthesized area, %
AND-OR/OR-AND	66	66	21.5
multiplexers	2	2	0.996
adder cells (fa/ha/maj)	8	8	4.98
flip-flops	38	38	37.9
buffers and inverters	24	31	5.04
AND/OR/NAND/NOR	94	94	29.1
XOR/XNOR	1	1	0.436
-- worst max path at each step --
stage,from,end,depth (start not counted)
5_1_grt,rx_counter[0],receiveData[4],6
6_report,rx_counter[0],receiveData[4],6
4_1_cts,rx_counter[0],receiveData[4],6
-- layout make-up --
class / count / area share (%)
multi-input combinational: 171 / 49.9
sequential: 38 / 33.1
tap: 108 / 5.87
timing repair buffer: 13 / 5.44
clock buffer: 6 / 3.59
inverter: 10 / 1.63
clock inverter: 2 / 0.544
Power and IR drop assume default switching activity.
