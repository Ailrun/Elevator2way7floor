<file path="flow/run.sh">
#!/bin/bash
# OpenROAD 26Q1-2900-gdf79404cd8, Yosys 0.63+post, stock flow scripts
make -C /OpenROAD-flow-scripts/flow DESIGN_CONFIG=/design/flow/config.mk WORK_HOME=/design/flow/orfs finish
</file>
<file path="flow/config.mk">
export PLATFORM = sky130hd
export DESIGN_NAME = Button
export DESIGN_NICKNAME = Button
export VERILOG_FILES = /design/flow/design.v
export SDC_FILE = /design/flow/constraint.sdc
export NUM_CORES = 4
export LEC_CHECK = 1
export CORE_AREA = 10 10 112 112
export DIE_AREA = 0 0 122 122
</file>
<file path="flow/constraint.sdc">
current_design Button

set clk_period 1.0
set clk_io_pct 0.2

create_clock -name clk0 -period $clk_period [get_ports {clk}]

set non_clock_inputs [all_inputs -no_clocks]
set_input_delay [expr $clk_period * $clk_io_pct] -clock clk0 $non_clock_inputs
set_output_delay [expr $clk_period * $clk_io_pct] -clock clk0 [all_outputs]
</file>
<file path="flow/design.v">
`timescale 1ns / 1ps
module Button
  (  
    input wire        clk,
    input wire        enable,
    input wire        reset,
    input wire [2:0]  currentFloor,
    input wire [1:0]  currentDirection,
    input wire [13:0] currentFloorButton,
    input wire [9:1]  internalButton,
    input wire        doorState,
    input wire        move,
    output reg [13:0] nextFloorButton,
    output reg [9:1]  nextInternalButton
    );
   localparam NO_FB = 14'b0, NO_B = 9'b0,
     OPEN = 1'b1, CLOSE = 1'b0,
     ON = 1'b1, OFF = 1'b0,
     MOVE = 1'b1, HOLD = 1'b0,
     STOP = 2'b00, UP = 2'b10, DOWN = 2'b01, UPDOWN = 2'b11;
   integer            ind0, ind1, ind2;
   always @(posedge clk or posedge reset)
     begin
        if (reset == ON)
          begin
             nextFloorButton <= NO_FB;
             nextInternalButton <= NO_B;
          end
        else if (enable == ON)
          begin
             if (doorState == OPEN)
               begin
                  if (currentDirection & UPDOWN)
                    begin
                       for (ind0 = 0; ind0 < 14; ind0 = ind0 + 1)
                        begin
                           nextFloorButton[ind0] <= (ind0/2 == currentFloor-1)?
                                   currentFloorButton[ind0] &
                                   ~currentDirection[ind0-ind0/2*2] :
                                   currentFloorButton[ind0];
                        end
                    end
                  else
                    begin
                       for (ind0 = 0; ind0 < 14; ind0 = ind0 + 1)
                         begin
                            nextFloorButton[ind0] <= (ind0/2 == currentFloor-1)?
                                   currentFloorButton[ind0] &
                                   ((ind0-ind0/2*2)?
                                    currentFloorButton[ind0-1]:
                                    OFF):
                                   currentFloorButton[ind0];
                         end
                    end  
                  for (ind1 = 1; ind1 < 10; ind1 = ind1 + 1)
                    begin
                       nextInternalButton[ind1] <= (ind1 == currentFloor ||
                                                    ind1 == 9)?
                              OFF : internalButton[ind1];
                    end
               end  
             else if (move == HOLD)
               begin
                  nextFloorButton <= currentFloorButton;
                  for (ind2 = 1; ind2 < 10; ind2 = ind2 + 1)
                    begin
                       nextInternalButton[ind2] <= (ind2 == currentFloor ||
                                                    ind2 == 8)?
                              OFF : internalButton[ind2];
                    end
               end
             else
               begin
                  nextFloorButton <= currentFloorButton;
                  nextInternalButton[7:1] <= internalButton[7:1];
                  nextInternalButton[9:8] <= 0;
               end  
          end  
        else
          begin
             nextFloorButton <= currentFloorButton;
             nextInternalButton <= internalButton;
          end  
     end  
endmodule  
</file>
==> impl_metrics.tcl <==
# implementation run metrics
set metrics [dict create \
    outcome "finished clean" \
    h-tree-depth 1 \
    clk_pin_slew_worst_paths_ns 0.09 \
    warning_count 26 \
    grt_pass1_wl_um 5970 \
    p_per_area_nw_per_um2 1110 \
    synth.top_cell.area_share_pct 57.8 \
    drive_gt1_share_pct 29.7 \
    core-area_um2 10200 \
    switching_share_pct 24.4 \
    syn_area_um2 996 \
    fp-utilization_pct 9.73 \
    first_global_vias 960 \
    cts_setup_buffers 0 \
    via_per_inst 3.09 \
    drv_cap 0 \
    grtUsageTotal_pct 5.29 \
    die_w_um 122 \
    placementRows 37 \
    synth.distinct_cells 17 \
    power.share.sequential_pct 51.0 \
    final.setup.tns_ns 0 \
    clock_sinks 23 \
    syn_inst 90 \
    p_leak_nw 0.818 \
    tightest_slew_ns 0.286 \
    power_frac_clock_pct 29.8 \
    syn-mean-instance-area_um2 11.1 \
    first_iter_violations 40 \
    rsz0062_at_grt "yes" \
    via_count 901 \
    cts_hold_buffers 0 \
    hp-class "input port to register" \
    top_area_cell "dfrtp_1" \
    antenna_found_initial 1 \
    path_max_fanout 2 \
    ios 56 \
    cp.required_ns 1.19 \
    startpoint_type "input port" \
    cts_tree "yes" \
    die_h_um 122 \
    switchingPower_w 0.000476 \
    fmaxAchievable_ghz 1.02 \
    drc 0 \
    hpwl_um 3360 \
    finalMaxSlewViolations 0 \
    setup_viol 0 \
    worst_ir_drop_vdd_uv 398 \
    slew_headroom_pct 80.9 \
    worstSetupPathType "input port to register" \
    routedWlPerCell_um 14.1 \
    grt_max_degree 24 \
    fin_crit_ns 0.976 \
    post-place-ws_ns -0.454 \
    fin_crit_sh_pct 97.6 \
    fin_ws_ns 0.0238 \
    lay_top_cells "inv_1, dfrtp_1, buf_2, clkdlybuf4s50_1, a31oi_1" \
    ys_cells 90 \
    yosysWarnings 1 \
    overflow 0 \
    critical_path_arrival_ns 1.16 \
    postLayoutCellArea_um2 1750 \
    syn2layout_area_growth_pct 76.1 \
    topCellsByArea "dfrtp_1, a31oi_1, inv_1" \
    ant_nets 0 \
    ys_seq_share_pct 57.8 \
    die_area_um2 14900 \
    end_kind "register" \
    yosys_area_um2 996 \
    clk_path_buf_depth 2 \
    p_int_w 0.00147 \
    numPortBuffers 55 \
    first_pass_iters 4 \
    dpl-instance-area_um2 1770 \
    cts-root-buf "clkbuf_8" \
    routabilityCongestion 0.759 \
    synth_flops 23 \
    numCtsBuffers 3 \
    fin_util_pct 17.1 \
    pwr-share-comb_pct 19.2 \
    hold_viol 0 \
    drt_wl_total_um 4130 \
]
per-layer routing:
metal / GRT usage, % / vias up / wire (um)
li1: - / 444 / -
met1: 6.63 / 422 / 1680
met2: 8.45 / 33 / 2020
met3: 2.35 / 2 / 385
met4: 0.671 / 0 / 35
met5: 0 / - / 0
state kept, by name (all words and copies together), names as in the netlist:
name	count
nextFloorButton	14
nextInternalButton	9
critical path, cell delays in order:
cell,delay [ns]
clkdlybuf4s50_1,0.47
or3b_1,0.36
a41oi_2,0.13
power by group through the flow:
| stage | Clock [W] | Combinational [W] | Sequential [W] |
|---|---|---|---|
| after CTS | 0.000605 | 0.000380 | 0.000994 |
| final | 0.000582 | 0.000374 | 0.000993 |
| after global routing | 0.000672 | 0.000414 | 0.00100 |
Yosys cell counts:
master	number
dfrtp_1	23
inv_1	23
a31oi_1	14
a41oi_1	6
or3b_1	6
and3b_1	3
nand2b_1	3
nor3b_1	3
a21boi_0	1
a41oi_2	1
and2_1	1
and2_4	1
and3_1	1
buf_2	1
buf_6	1
o21ai_0	1
or2b_1	1
cell families (layout without fill, tap and decap cells):
family          count (synthesis)  in the layout  synth area share, %
buf+inv                        25             89                 10.3
compound gates                 23             23                 17.0
simple gates                   19             20                 15.0
other cells                     0              1                    0
flops                          23             23                 57.8
through the flow:
| stage | total power, W | std cells | hold slack [ns] |
|---|---|---|---|
| 2_1_floorplan | 0.00112 | 90 | 0.202 |
| 3_3_place_gp | 0.00144 | 286 | 0.541 |
| 3_5_place_dp | 0.00144 | 286 | 0.550 |
| 4_1_cts | 0.00198 | 290 | 0.260 |
| 5_1_grt | 0.00209 | 292 | 0.183 |
| 6_report | 0.00195 | 292 | 0.188 |
area by class of cell:
class,count,area (um2)
Antenna cell,1,2.50
Clock buffer,3,41.3
Clock inverter,1,7.51
Fill cell,1125,8480
Inverter,23,86.3
Multi-Input combinational cell,43,374
Sequential cell,23,576
Tap cell,136,170
Timing Repair Buffer,62,497
final timing paths:
path / start / end / depth (start not counted)
max in group asynchronous: reset / nextInternalButton[2] / 3
setup / recovery: currentFloorButton[12] / nextFloorButton[13] / 3
min in group asynchronous: reset / nextFloorButton[11] / 3
hold / removal: currentFloorButton[8] / nextFloorButton[8] / 3
what timing repair did:
| item | CTS | global route |
|---|---|---|
| pin swaps | 5 | 0 |
| setup endpoints to repair | 41 | 9 |
| gates resized | 103 | 4 |
| cloned | 0 | 1 |
Power figures rest on the tool's default switching activity, not on a simulated workload.
